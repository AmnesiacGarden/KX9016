<file path="./constraint.sdc">
current_design CONTRLA

set clk_period 2.0
set clk_io_pct 0.2

create_clock -name clk0 -period $clk_period [get_ports {clock}]

set non_clock_inputs [all_inputs -no_clocks]
set_input_delay [expr $clk_period * $clk_io_pct] -clock clk0 $non_clock_inputs
set_output_delay [expr $clk_period * $clk_io_pct] -clock clk0 [all_outputs]
</file>
<file path="./design.v">
module CONTRLA(clock,reset,instrReg,compout,progCntrWr,progCntrRd,addrRegWr,addrRegRd,outRegWr,outRegRd,shiftSel,aluSel,compSel,opRegRd,opRegWr,instrWr,regSel,regRd,regWr,rw,vma);
	input clock; 
	input reset;
	input[15:0]instrReg;
	input compout;
	output progCntrWr;
	output progCntrRd;
	output addrRegWr;
	output addrRegRd;
	output outRegWr;
	output outRegRd;
	output [2:0]shiftSel;output [3:0]aluSel;output [2:0]compSel;
	output opRegRd;
	output opRegWr;
	output instrWr;
	output [2:0] regSel;
	output regRd;
	output regWr;
	output rw;
	output vma;
	reg progCntrWr,progCntrRd,addrRegWr,addrRegRd,outRegWr,outRegRd,opRegRd,opRegWr,instrWr,regRd,regWr,rw,vma;
	reg [2:0]shiftSel,regSel;
	reg[3:0]aluSel;
	reg[4:0]current_state,next_state;
	wire [2:0]compSel;
	parameter shftpass=0,alupass=0,zero=9,inc=7,plus=5;
	parameter reset1=0,reset2=1,reset3=2,execute=3,nop=4,
			    load=5,store=6,load2=7,load3=8,load4=9,
				 store2=10,store3=11,store4=12,
				 incPc=13,incPc2=14,incPc3=15,
				 loadI2=19,loadI3=20,loadI4=21,loadI5=22,loadI6=23,
				 inc2=24,inc3=25,inc4=26,
				 move1=27,move2=28,
				 add2=29,add3=30,add4=31;
	always@(current_state or instrReg or compout) begin
		progCntrWr <=0 ;
		progCntrRd <=0 ;
		addrRegWr  <=0 ;
		addrRegRd  <=0 ;
		outRegWr   <=0 ;
		outRegRd   <=0 ;
		opRegRd    <=0 ;
		opRegWr    <=0 ;
		instrWr    <=0 ;
		regSel     <=0 ;
		regRd      <=0 ;
		regWr      <=0 ;
		rw         <=0 ;
		vma        <=0 ;
		shiftSel <= shftpass ;
		aluSel   <= alupass ;
		case (current_state)
			reset1: begin aluSel     <= zero ;
							  shiftSel   <= shftpass ;
			              outRegWr   <= 1'b1 ;
							  next_state <= reset2 ;
			        end
			reset2: begin outRegRd   <= 1'b1 ;
							  progCntrWr <= 1'b1 ;
							  addrRegWr  <= 1'b1 ;
							  next_state <= reset3 ;
			        end
			reset3: begin vma        <= 1'b1 ;
			              rw         <= 1'b0 ;
							  instrWr    <= 1'b1 ;
			              next_state <= execute ;
			        end
			execute:
				begin
					case(instrReg[15:11])
						5'b00000:next_state <= incPc ; 
						5'b00001:next_state <= load2 ; 
						5'b00010:next_state <= store2 ; 
						5'b00100:begin
						progCntrRd <= 1'b1 ;
						aluSel     <= inc ;
						shiftSel   <= shftpass ;
						next_state <= loadI2 ;
				end
			5'b00111:next_state <= inc2 ;
			5'b01101:next_state <= add2 ;
			5'b00011:next_state <= move1 ;
		  default:next_state <= incPc ;
		endcase
	end
		load2:begin regSel     <= instrReg[5:3] ;
					   regRd      <= 1'b1 ;
					   addrRegWr  <= 1'b1 ;
						next_state <= load3 ;
				end
		load3:begin vma        <= 1'b1 ;
		            rw         <= 1'b0 ;
		            regSel     <= instrReg[2:0] ;
		            regWr      <=1'b1 ;
		            next_state <= incPc ;
		      end
		add2:begin regSel     <= instrReg[5:3] ;
		           regRd      <= 1'b1 ;
		           next_state <= add3 ;
		           opRegWr    <= 1'b1 ;
		     end
		add3:begin regSel<=instrReg[2:0];
		           regRd<=1'b1;
		           aluSel<=plus;
	              shiftSel<=shftpass;
		           opRegWr<=1'b1;
		           next_state<=add4;
		     end
		add4:begin regSel<=3'b011;outRegRd<=1'b1;
		regWr<=1'b1;next_state<=incPc;
		end
		move1:begin regSel<=instrReg[5:3];regRd<=1'b1;aluSel<=alupass;
		shiftSel<=shftpass;outRegWr<=1'b1;next_state<= move2;
		end
		move2:begin regSel<=instrReg[2:0];outRegRd<=1'b1;
		regWr<=1'b1;next_state<=incPc;
		end
		store2:begin regSel<=instrReg[2:0];regRd<=1'b1;
		addrRegWr<=1'b1;next_state<=store3;
		end
		store3:begin regSel<=instrReg[5:3];regRd<=1'b1;
		rw<=1'b1;next_state<=incPc;
		end
		loadI2:begin progCntrRd<=1'b1;aluSel<=inc;shiftSel<=shftpass;
		outRegWr<=1'b1;next_state<=loadI3;
		end
		loadI3:begin outRegRd<=1'b1;next_state<=loadI4;end
		loadI4:begin outRegRd<=1'b1;progCntrWr<=1'b1;
		addrRegWr<=1'b1;next_state<=loadI5;
		end
		loadI5:begin vma<=1'b1;rw<=1'b1;next_state<=loadI6;end
		loadI6:begin vma<=1'b1;rw<=1'b1;next_state<=incPc;end
		inc2:begin regSel<=instrReg[2:0];regRd<=1'b1;aluSel<=inc;
		shiftSel<=shftpass; outRegWr<=1'b1;next_state<=inc3;
		end
		inc3:begin outRegRd<=1'b1;next_state<=inc4;
		end
		inc4:begin outRegRd<=1'b1;regSel<=instrReg[2:0];
		regWr<=1'b1;next_state<=incPc;
		end
		incPc:begin progCntrRd<=1'b1;aluSel<=inc;shiftSel<=shftpass;
		outRegWr<=1'b1;next_state<=incPc2;
		end
		incPc2:begin outRegRd<=1'b1; progCntrWr<=1'b1;
		addrRegWr<=1'b1;next_state<=incPc3;
		end
		incPc3:begin outRegRd<=1'b0; vma<=1'b1;rw<=1'b0;
		instrWr<=1'b1;next_state<=execute;
		end
		default:next_state<=incPc;
		endcase 
		end
	always@(posedge clock or posedge reset)
		if (reset==1) current_state <= reset1 ;
			else current_state <= next_state ;
endmodule 
</file>
<file path="./run.sh">
#!/bin/bash
# OpenROAD 26Q1-2900-gdf79404cd8, Yosys 0.63+post, stock flow scripts
make -C /OpenROAD-flow-scripts/flow DESIGN_CONFIG=/design/flow/config.mk WORK_HOME=/design/flow/orfs finish
</file>
<file path="./config.mk">
export PLATFORM = sky130hd
export DESIGN_NAME = CONTRLA
export DESIGN_NICKNAME = CONTRLA
export VERILOG_FILES = /design/flow/design.v
export SDC_FILE = /design/flow/constraint.sdc
export NUM_CORES = 4
export LEC_CHECK = 1
export CORE_AREA = 10 10 87 87
export DIE_AREA = 0 0 97 97
</file>
==> flow_metrics.py <==
# Metrics from the implementation run
metrics = {
    "floorplan": {
        "die_y_microns": 97,
        "ioPinCount": 45,
        "core.rowCount": 27,
        "dieWidth_microns": 97,
        "core_area_sq_um": 5640,
        "dieArea_sq_um": 9410,
        "initial_core_util": 0.169,
    },
    "power_and_ir_drop": {
        "irDropWorstVdd_mv": 0.257,
        "power_leakage_nw": 0.820,
        "p_per_area_nw_per_um2": 599,
    },
    "synthesis": {
        "ys_ff": 24,
        "yosys.area.top_type": "dfrtp_1",
        "ys_types": 26,
        "synth-async-reset-ratio": 1.00,
        "simple_gate_area_frac": 0.219,
        "synthAoiAreaFrac": 0.0641,
        "synth-area-yosys_sq_um": 956,
        "yosysWarnings": 4,
        "mux_area_frac": 0,
        "edf_count": 0,
        "syn-cell-area_sq_um": 956,
        "ys_cells": 79,
        "ys_sh_xor": 0.00916,
        "syn_avg_cell_area_sq_um": 12.1,
        "topCombFamilyByArea": "simple AND/OR/NAND/NOR gates",
        "ys_seq_frac": 0.630,
        "top_cell_area_share": 0.602,
        "top_cells_by_count": "23 x dfrtp_1, 8 x buf_4, 6 x nor3_1, 6 x or3_1, 5 x nand2_1",
        "yosysMostFrequentCell": "dfrtp_1",
        "flop_cell": "dfrtp_1",
        "adder_share": 0,
        "synthCells": 79,
        "topCellsByArea": "dfrtp_1 60%, buf_4 6.3%, or3_1 3.9%",
    },
    "global_routing": {
        "antenna_found_initial": 0,
        "grt-ovfl-total": 0,
        "grt_use_met2": 0.0619,
        "grt_use_total": 0.0515,
        "met3_usage": 0.0215,
        "grt_max_degree": 25,
        "grtUsageMet1": 0.0813,
        "grt_pass1_vias": 807,
        "grt_pass1_wl_mm": 4.13,
        "top_usage_layer": "met1",
    },
    "clock_network": {
        "hold_buffers": 0,
        "cts_num_sinks": 24,
        "clockBufferDepth": 2,
        "cts_tree": "yes",
        "worstSkewPairLatency_ns": 0.26,
        "cts_root_buffer": "clkbuf_8",
        "htreeDepth": 1,
        "cts_buffers": 3,
        "path_clk_slew_ns": 0.08,
    },
    "layout": {
        "fin_util": 0.289,
        "top_regs": "current_state (24)",
        "regMostFlops": "current_state",
        "synthToLayoutAreaGrowth_pct": 70.7,
        "num-fill-cells": 578,
        "drive_gt1_frac": 0.417,
        "largest_register_ff_count": 24,
    },
    "final_timing": {
        "max_freq_mhz": 466,
        "finalWorstSetupSlack_ns": -0.147,
        "setup_tns_ns": -0.438,
        "relSlewSlack": 0.574,
        "hold_viol_final": 0,
        "tightest_slew_ns": 0.622,
        "slew_violations": 0,
        "final.setup_skew_ns": 0.00183,
        "fin_crit_ns": 2.15,
        "rsz0062_at_grt": "true",
        "fin_crit_sh": 1.07,
        "setup_viol": 4,
    },
    "routing": {
        "drt-pass1-iter-count": 4,
        "diodes": 0,
        "drt_iter0_markers": 37,
        "vias": 804,
        "drt-total-wl_mm": 2.57,
        "routed_via_density": 3.72,
        "wl_per_cell_microns": 11.9,
        "drc": 0,
        "antenna_left": 0,
    },
    "placed_design": {
        "finalWeightedCongestion": 0.846,
        "dp_hpwl_mm": 1.93,
        "portBuffers": 30,
    },
    "hold_path": {
        "hold_path.class": "reg -> reg",
        "hold-path-cell-count": 0,
    },
    "outcome": {
        "run_status": "finished with violations",
        "violations": "setup timing",
    },
    "worst_setup_path": {
        "r2r_slack_ns": 0.06,
        "critPathRequiredTime_ns": 1.60,
        "crit_arrival_ns": 1.75,
        "cp-start-kind": "register",
        "cpPeakStageDelay_ns": 0.54,
        "endpoint_kind": "output pin",
        "crit_slowest_cell": "or4_4",
        "ff2ff_path_depth": 5,
        "worst-path-max-fanout": 3,
        "crit_chain": "or4_4 -> buf_6 -> a221o_2 -> buf_2",
        "timing_worst_setup_path_type": "reg -> out",
    },
    "job": {
        "warnings": 33,
        "maxCapViolations": 0,
    },
}
layer usage:
metal / part of all wire / wire length (microns)
met1: 0.52 / 1330
met2: 0.35 / 906
met3: 0.11 / 289
met4: 0.019 / 48
met5: 0 / 0
worst max-delay path, delay by kind of cell (launching register included):
family,cells,cell delay [ns]
AOI/OAI and AO/OA,1,0.31
buffers and inverters,2,0.25
and+or+nand+nor,1,0.54
DFF,1,0.38
through the flow:
| stage | cell area [sq um] | hold WS [ns] | power (W) | instances | setup slack (ns) |
|---|---|---|---|---|---|
| 2_1_floorplan | 986 | 0.346 | 0.000575 | 87 | 0.343 |
| 3_3_place_gp | 1430 | 0.351 | 0.000687 | 196 | -0.514 |
| 3_5_place_dp | 1430 | 0.352 | 0.000686 | 196 | -0.471 |
| 4_1_cts | 1560 | 0.378 | 0.000972 | 209 | -0.159 |
| 5_1_grt | 1630 | 0.387 | 0.00102 | 216 | -0.206 |
| 6_report | 1630 | 0.380 | 0.000977 | 216 | -0.147 |
final cells by class:
cell class | instances | area [sq um] | area share
clock buffer | 4 | 45.0 | 0.0276
tap | 72 | 90.1 | 0.0552
multi-input combinational | 52 | 378 | 0.232
sequential | 24 | 602 | 0.369
inverter | 2 | 7.51 | 0.00460
timing repair buffer | 62 | 509 | 0.312
power breakdown:
group | internal (W) | switching [W] | total [W]
Sequential | 0.000502 | 0.0000121 | 0.000514
Combinational | 0.000117 | 0.0000618 | 0.000179
Clock | 0.000142 | 0.000141 | 0.000283
Total | 0.000762 | 0.000215 | 0.000977
timing repair:
| item | CTS | global route |
|---|---|---|
| gates resized | 44 | 10 |
| pin swaps | 9 | 5 |
| buffers inserted | 9 | 7 |
| endpoints found under the setup margin | 12 | 12 |
logic make-up after synthesis:
kind of cell | count (synthesis)
other cells | 1
xor+xnor | 1
buf+inv | 11
simple gates | 35
compound gates | 7
flops | 24
cell usage in the layout (no fill, tap or decap), drive strengths merged:
cell type       n
dlymetal6s2s    3
buf            38
xnor2           1
o21ai           1
o31ai           1
nor4            1
a22o            1
clkdlybuf4s50  10
dlygate4sd2     8
nand3b          1
nand4b          1
nor2            4
and3b           1
clkdlybuf4s15   1
conb            9
or2             4
nor3b           1
nor3            6
dfstp           1
a2111oi         1
nand2           5
nand2b          1
a221o           2
dfrtp          23
or4             4
inv             2
a211oi          1
or3             6
clkbuf          6
path summary, 6_finish.rpt:
path | startpoint | end
min in group asynchronous | reset | current_state[11]
max in group asynchronous | reset | current_state[0]
max reg2reg | current_state[1] | current_state[14]
max | current_state[19] | regSel[1]
min | current_state[13] | current_state[8]
min reg2reg | current_state[13] | current_state[8]
Power figures rest on the tool's default switching activity, not on a simulated workload.
