==> flow/design.v <==
module REG_AR7 (data, sel, clk, q);
	input[15:0] data;
	input[2:0] sel;
	input clk;
	output[15:0] q;
	reg[15:0] ramdata[0:7];
	always @(posedge clk)
		ramdata[sel] <= data ;
	assign q = ramdata[sel] ;
endmodule
==> flow/run.sh <==
#!/bin/bash
# OpenROAD 26Q1-2900-gdf79404cd8, Yosys 0.63+post, stock flow scripts
make -C /OpenROAD-flow-scripts/flow DESIGN_CONFIG=/design/flow/config.mk WORK_HOME=/design/flow/orfs finish
==> flow/config.mk <==
export PLATFORM = sky130hd
export DESIGN_NAME = REG_AR7
export DESIGN_NICKNAME = REG_AR7
export VERILOG_FILES = /design/flow/design.v
export SDC_FILE = /design/flow/constraint.sdc
export NUM_CORES = 4
export LEC_CHECK = 1
export CORE_UTILIZATION = 40
==> flow/constraint.sdc <==
current_design REG_AR7

set clk_period 5.1
set clk_io_pct 0.2

create_clock -name clk0 -period $clk_period [get_ports {clk}]

set non_clock_inputs [all_inputs -no_clocks]
set_input_delay [expr $clk_period * $clk_io_pct] -clock clk0 $non_clock_inputs
set_output_delay [expr $clk_period * $clk_io_pct] -clock clk0 [all_outputs]
==> out/results.tsv <==
stage	metric	value	unit
run	Max-Cap Viols	0	
floorplanning	Pre-Place Util	41.09	%
route	Via density	5.249	
cells_and_area	max reg flops	128	
worst_setup_path	critical path class	input port to primary output	
synthesis	XORs/XNORs by Area	0	%
cells_and_area	Top Layout Cells	128 x edfxtp_1, 34 x clkdlybuf4s50_1, 18 x mux4_1	
sta	RSZ-0062 raised after global routing	false	
sta	Slew @ Worst Pin	0.8740	ns
global_route	total congestion overflow	0	
cells_and_area	Largest regs	ramdata (128)	
route	Routed WL	8479	um
synthesis	YS warnings	1	
sta	Rel. slew slack	41.48	%
min_path	worst hold stages	1	
clock_network	cts bufs inserted	17	
floorplanning	row count	40	
clock_network	post_cts resized	0	
global_route	GRT Util Overall	15.79	%
floorplanning	core area	0.01201	sq mm
route	Remaining DRCs	0	
sta	Post-Route Setup TNS	0	ns
min_path	hold crit path type	input port to flip-flop	
place	pre-CTS WS	0.9168	ns
worst_setup_path	CP Launch Type	input port	
worst_setup_path	crit path max fanout	22	
run	tool warnings	25	
cells_and_area	share of cells above drive strength 1	29.66	%
sta	final setup slack of the worst path	0.9617	ns
clock_network	CTS sink count	128	
sta	post-route minimum period	4.138	ns
synthesis	Post-synth seq share	77.87	%
clock_network	number of setup buffers added after CTS	0	
route	Vias	2152	
sta	setup violators final	0	
floorplanning	chip area	0.01279	sq mm
floorplanning	# IOs	36	
synthesis	Main logic family	multiplexers	
synthesis	Adders+Majority by Area	0	%
synthesis	mux share	19.62	%
place	Placed Area	0.005515	sq mm
power_and_ir_drop	Tot Pwr	0.002472	W
floorplanning	DIE WIDTH	113.1	um
place	DP HPWL	4855	um
cells_and_area	largest reg by FF count	ramdata	
place	Port-buffer cells	35	
synthesis	Avg Cell Area, Syn	25.18	sq um
power_and_ir_drop	Leakage	2.014	nW
place	RePlAce Congestion	0.7298	
route	Post-DRT Antenna Nets	0	
synthesis	Synth Instances	196	
worst_setup_path	Crit. End Element	primary output	
synthesis	cells in synth_stat.txt	196	
power_and_ir_drop	VDD IR-drop max	227.4	uV
route	ANT cells	0	
synthesis	post-synthesis compound-gate area fraction	0	%
global_route	antenna violations before repair	0	
worst_setup_path	origin of the worst setup path	sel[0]	
clock_network	clk slew on worst S/H paths	0.05	ns
synthesis	Post-synth regs	128	
cells_and_area	final instance area	0.006062	sq mm
clock_network	H-tree Lvls	4	
global_route	vias in the first global route	2416	
sta	Final Max Tran Viols	0	
synthesis	mapped cell area	0.004936	sq mm
global_route	largest net degree at the start of global routing	41	
cells_and_area	P&R area growth vs syn	22.81	%
clock_network	Hold Buf Count CTS	0	
worst_setup_path	Required @ worst endpoint	4.08	ns
power_and_ir_drop	PwrDens	407.7	mW/mm^2
synthesis	and+or+nand+nor area frac	1.191	%
min_path	hold_sp	data[10]	
cells_and_area	post-layout util	50.47	%
worst_setup_path	WP data arrival	3.12	ns
synthesis	yosys stat area	0.004936	sq mm
clock_network	Root Driver	clkbuf_16	
clock_network	Clock Tree Buf Depth	2	
floorplanning	chip height	113.1	um
global_route	first-pass GRT wire length	13300	um
cells_and_area	Top cell excl fill/tap	edfxtp_1	
clock_network	CTS tree	built	
sta	final hold violation count	0	
synthesis	Cell Type Count	14	
sta	Fmax	0.2416	GHz
route	Routed WL per cell	20.68	um
sta	post-layout period usage	81.14	%
route	DRT Pass-1 Iters	4	
run_status	status	complete, no violations	
route	initial detailed-routing violation count	92	
-- logic make-up (layout without fill, tap and decap cells) --
family / after synthesis / after routing
muxes: 48 / 48
DFF: 128 / 128
and+or+nand+nor: 9 / 9
buffers and inverters: 11 / 78
-- metal layers --
metal	share of wire [%]	global-route usage, %
met3	8.9	7.587
met1	42	24.54
met5	0	0
met2	48	23.76
met4	0.85	1.754
-- synthesized netlist by cell type --
master / number / area [sq um]
buf_6: 3 / 33.78
mux4_2: 14 / 315.3
buf_2: 1 / 5.000
nand2_1: 1 / 3.750
mux2_2: 16 / 180.2
edfxtp_1: 128 / 3844
nor3b_1: 3 / 22.52
clkbuf_1: 6 / 22.52
and3_1: 1 / 6.260
and3b_1: 2 / 17.52
buf_1: 1 / 3.750
mux4_1: 18 / 473.0
nor3_1: 1 / 5.000
nor2_1: 1 / 3.750
-- final timing paths --
check             end  slack, ns
max              q[2]       0.96
min    ramdata[3][10]       1.36
-- report_power, final --
part           switching [W]  internal [W]  leakage (nW)  total (W)
sequential        0.00000942       0.00121          1.18    0.00122
combinational      0.0000660     0.0000924         0.574   0.000158
clock               0.000426      0.000664         0.264    0.00109
-- worst max-delay path, stage by stage --
cell and delay, ns:
buf_2 0.56, buf_12 0.26, mux4_1 0.56, mux2_2 0.29, clkdlybuf4s50_1 0.42
-- through the flow --
step,hold WS [ns],std cells
5_1_grt,1.362,410
2_1_floorplan,1.119,196
3_5_place_dp,1.767,378
3_3_place_gp,1.754,378
4_1_cts,1.341,410
6_report,1.358,410
-- layout make-up --
cell class / instances / area, sq um
fill: 958 / 5949
sequential: 128 / 3844
multi-input combinational: 57 / 1047
timing repair buffer: 46 / 440.4
clock buffer: 17 / 425.4
tap: 147 / 183.9
clock inverter: 15 / 121.4
Power is estimated from default activity; no workload was simulated.
