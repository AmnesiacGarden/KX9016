File: ./design.v
module ALUV (a, b, sel, c);
	input[15:0] a, b;
	input[3:0] sel;
	output[15:0] c;
	reg[15:0] c;
	parameter alupass = 0,
				 andOp   = 1,
				 orOp    = 2,
				 notOp   = 3,
				 xorOp   = 4,
				 plus    = 5,
				 alusub  = 6,
				 inc     = 7,
				 dec     = 8,
				 zero    = 9;
	always @(a or b or sel) begin
		case (sel)
			alupass : c <= a ;  
			andOp   : c <= a & b ;  
			orOp    : c <= a | b ;  
         notOp   : c <= a ^ b ;  
         xorOp   : c <= ~a ;  
         plus    : c <= a + b ;  
         alusub  : c <= a - b ;  
         inc     : c <= a + 1 ;  
         dec     : c <= a - 1 ;  
         zero    : c <= 0 ;  
		 default : c <= 0;
		endcase 	
	end
endmodule
File: ./run.sh
#!/bin/bash
# OpenROAD 26Q1-2900-gdf79404cd8, Yosys 0.63+post, stock flow scripts
make -C /OpenROAD-flow-scripts/flow DESIGN_CONFIG=/design/flow/config.mk WORK_HOME=/design/flow/orfs finish
File: ./config.mk
export PLATFORM = sky130hd
export DESIGN_NAME = ALUV
export DESIGN_NICKNAME = ALUV
export VERILOG_FILES = /design/flow/design.v
export SDC_FILE = /design/flow/constraint.sdc
export NUM_CORES = 4
export LEC_CHECK = 1
export CORE_AREA = 10 10 106 106
export DIE_AREA = 0 0 116 116
File: ./constraint.sdc
current_design ALUV

set clk_period 9.2
set clk_io_pct 0.2

create_clock -name clk0 -period $clk_period

set non_clock_inputs [all_inputs -no_clocks]
set_input_delay [expr $clk_period * $clk_io_pct] -clock clk0 $non_clock_inputs
set_output_delay [expr $clk_period * $clk_io_pct] -clock clk0 [all_outputs]
==> impl_metrics.env <==
# source this file to load flow results
export IMPL_path_delay_family="simple AND/OR/NAND/NOR gates"
export IMPL_via_per_inst=5.619
export IMPL_fp_dieH_microns=116
export IMPL_postCtsHoldBufs=0
export IMPL_ys_warn_count=1
export IMPL_setup_violations=0
export IMPL_maxCapViolCount=0
export IMPL_ys_seq_share_pct=0
export IMPL_cp_num_buf_inv=3
export IMPL_gp_congestion=0.9004
export IMPL_common_cells="ha_1, inv_1, nor2_1, a21oi_1, o21ai_0"
export IMPL_setup_tns_ns=0
export IMPL_max_slew_margin_pct=56.90
export IMPL_post_cts_resized=0
export IMPL_grt_pass1_wl_microns=14030
export IMPL_path_max_fanout=7
export IMPL_simple_gate_area_share_pct=20.65
export IMPL_yosysTopAreaCell="ha_1"
export IMPL_topCellsByArea="ha_1, a21oi_1, inv_1"
export IMPL_log_warning_count=49
export IMPL_dp_hpwl_microns=6769
export IMPL_dr_pass1_iters=5
export IMPL_tightest_slew_ns=0.6458
export IMPL_ys_sh_mux_pct=2.459
export IMPL_flops=0
export IMPL_drc_errors=0
export IMPL_antenna_found_initial=0
export IMPL_outcome="finished, final reports clean"
export IMPL_netlist_area_sq_um=2442
export IMPL_portBuffers=52
export IMPL_grt_overflow=0
export IMPL_yosys_cells=355
export IMPL_seq_area_sq_um=0
export IMPL_crit_type="input port to output port"
export IMPL_netlist_instances=355
export IMPL_period_minus_slack_ns=8.227
export IMPL_xor_share_pct=3.586
export IMPL_post_drt_wl_per_cell_microns=17.07
export IMPL_hold_violations=0
export IMPL_ys_sh_aoi_pct=38.01
export IMPL_io_pins=52
export IMPL_crit_path_top_delay_cell="nor4b_1"
export IMPL_top_cell="ha_1"
export IMPL_row_count=34
export IMPL_combGateArea_sq_um=2220
export IMPL_required_ns=7.36
export IMPL_n_antenna_cell=0
export IMPL_pre_cts_slack_ns=1.065
export IMPL_via_count=2832
export IMPL_grt_pass1_vias=2698
export IMPL_powerDensity_nw_per_um2=58.29
export IMPL_yosysChipArea_sq_um=2442
export IMPL_finalWorstSetupSlack_ns=0.9732
export IMPL_synthToLayoutAreaGrowth_pct=25.10
export IMPL_holdPathEnd="c[0]"
export IMPL_grt_max_degree=23
export IMPL_adder_share_pct=25.92
export IMPL_cts_setup_buffers=0
export IMPL_cp_start_kind="input port"
export IMPL_rsz0062_at_grt="no"
export IMPL_postRouteAntennaNets=0
export IMPL_yosysUniqueCellTypes=54
export IMPL_fp_coreArea_sq_um=8848
export IMPL_netlist_area_leader_share_pct=25.10
export IMPL_die_w_microns=116
export IMPL_synth_area_per_cell_sq_um=6.880
export IMPL_worstPathCellList="clkdlybuf4s50_1 > inv_1 > ha_1 > nor3b_1 > nand4_1 > nor4b_1 > xnor2_1 > a21oi_1 > o221ai_1 > ha_1 > a21oi_1 > o21ai_0 > a41oi_1 > a2111oi_0 > nand3b_1 > clkdlybuf4s50_1"
export IMPL_slowest_delay_ns=0.51
export IMPL_max_freq_mhz=121.6
export IMPL_critPathCaptureType="output port"
export IMPL_ys_top_logic_family="AND-OR/OR-AND gates"
export IMPL_critPathArrivalTime_ns=6.39
export IMPL_drive_gt1_share_pct=4.040
export IMPL_p_leak_nw=1.344
export IMPL_min_delay_start="a[0]"
export IMPL_track_usage_pct=12.60
export IMPL_routed_wl_microns=8603
export IMPL_hold_path_class="input port to output port"
export IMPL_slew_violations=0
export IMPL_drtIter0Drc=200
export IMPL_fillerInstances=937
export IMPL_fp_util_pct=27.60
export IMPL_vdd_drop_max_uv=17.85
export IMPL_post_route_util_pct=34.53
export IMPL_whs_path_depth=5
export IMPL_min_period_over_period_pct=89.42
export IMPL_n_clock_buffer=0
export IMPL_die_area_sq_um=13460
[stage by stage]
stage	total power [W]	instances	hold WS, ns	area (sq um)
6_report	0.0001781	504	4.941	3055
5_1_grt	0.0002009	504	4.996	3055
4_1_cts	0.0001787	504	4.942	3055
3_5_place_dp	0.0001771	504	4.933	3055
3_3_place_gp	0.0001767	504	4.939	3055
2_1_floorplan	0.0001039	355	3.887	2442
[worst min-delay path: cells and delay by family]
family	cells	cell delay (ns)
fa+ha+maj	1	0.15
compound gates	1	0.08
buf+inv	3	1.03
[layer usage]
metal	up-vias	track usage (%)	routed length, microns
met5	-	0	0
met4	0	0.8340	39
met3	2	1.884	590
met2	87	21.31	4041
met1	1300	17.29	3931
li1	1443	-	-
[cells by family after synthesis]
| group | count (synthesis) |
|---|---|
| multiplexers | 6 |
| AND-OR/OR-AND | 140 |
| XOR/XNOR | 10 |
| adder cells (fa/ha/maj) | 50 |
| buffers and inverters | 53 |
| AND/OR/NAND/NOR | 96 |
[how the worst max path moves through the flow]
stage,startpoint,to,depth (start not counted)
CTS,b[0],c[15],16
global route,b[0],c[15],16
finish,b[0],c[15],16
[cells in the final DEF (no fill, tap or decap), types with 2 or more instances in the layout]
cell             instances
ha_1                    49
o21a_1                   4
buf_4                    6
o2111ai_1                3
a22oi_1                 14
nor2b_1                  2
or3_1                    4
nand2b_1                 2
nor2_1                  29
xnor2_1                  7
a31oi_1                  5
clkdlybuf4s50_1         52
nand3_1                  5
o31ai_1                  3
and3_1                   3
a2111oi_0                3
o21bai_1                 2
o221ai_1                 4
inv_1                   36
nor3_1                   8
a221oi_1                11
o311ai_0                 2
and2_1                   2
o31a_1                   2
a21o_1                   6
nor4_1                   2
o21ai_0                 26
xor2_1                   3
mux2i_1                  6
a21oi_1                 28
nand2_1                 20
o22ai_1                 16
nand4_1                  5
o211ai_1                 6
nand3b_1                 2
[power breakdown]
part / internal [W] / switching, W
Combinational: 0.0000857 / 0.0000924
Clock: 0 / 0
Sequential: 0 / 0
Total: 0.0000857 / 0.0000924
[final cells by class]
cell class / instances / area share, %
multi-input combinational: 302 / 72.65
timing repair buffer: 58 / 18.51
inverter: 36 / 4.423
tap: 108 / 4.423
Power and IR drop assume default switching activity.
